==> ./design.v <==
`timescale 1ns / 1ps
module multi_disp(
input clk, rst,
input key0,
input [3:0] enc,
input [7:0] dip,
output reg[7:0] seg_d,seg_com
    );
reg k0,k1;
reg [3:0] kcnt;
wire [3:0] d7h, d6h, d5h, d4h, d3h, d2h, d1h, d0h;
reg [3:0] sdh;
reg [17:0] tcnt;
reg [2:0] digit_sel;
wire [6:0] segd;
always@(negedge rst, posedge clk)
if(rst == 0)
    begin
        tcnt <= 0;
        digit_sel <= 0;
    end 
else
    begin
        tcnt <= tcnt + 1;
        case(~enc)
        4'h0     : digit_sel <= tcnt[02:00];    
        4'h1     : digit_sel <= tcnt[03:01];    
        4'h2     : digit_sel <= tcnt[04:02];    
        4'h3     : digit_sel <= tcnt[05:03];    
        4'h4     : digit_sel <= tcnt[06:04];   
        4'h5     : digit_sel <= tcnt[07:05];   
        4'h6     : digit_sel <= tcnt[08:06];    
        4'h7     : digit_sel <= tcnt[09:07];    
        4'h8     : digit_sel <= tcnt[10:08]; 
        4'h9     : digit_sel <= tcnt[11:09];           
        4'ha     : digit_sel <= tcnt[12:10];     
        4'hb     : digit_sel <= tcnt[13:11];        
        4'hc     : digit_sel <= tcnt[14:12];     
        4'hd     : digit_sel <= tcnt[15:13];     
        4'he     : digit_sel <= tcnt[16:14];     
        default  : digit_sel <= tcnt[17:15];     
        endcase
    end
always@(negedge rst, posedge clk)
if(rst == 0)
    begin
        k0 <= 0;
        k1 <= 0;
        kcnt <= 0;
    end 
else
    begin
        k0 <= ~key0;
        k1 <= k0;
        if(k0 & ~k1)
            kcnt <= kcnt + 1;
    end 
assign  d7h = kcnt;
assign  d6h = kcnt + 1;
assign  d5h = kcnt + 2;
assign  d4h = kcnt + 3;
assign  d3h = kcnt + 4;
assign  d2h = kcnt + 5;
assign  d1h = kcnt + 6;
assign  d0h = kcnt + 7;
always@(negedge rst, posedge clk)
if(rst == 0)
    sdh <= 0;
else
    case(digit_sel)
    3'd0        : sdh <= d0h;
    3'd1        : sdh <= d1h;
    3'd2        : sdh <= d2h;
    3'd3        : sdh <= d3h;
    3'd4        : sdh <= d4h;
    3'd5        : sdh <= d5h;
    3'd6        : sdh <= d6h;
    default     : sdh <= d7h;
    endcase
assign segd = (sdh == 4'h0) ? (7'h3f) : 
              (sdh == 4'h1) ? (7'h06) : 
              (sdh == 4'h2) ? (7'h5d) : 
              (sdh == 4'h3) ? (7'h4f) : 
              (sdh == 4'h4) ? (7'h66) : 
              (sdh == 4'h5) ? (7'h6d) : 
              (sdh == 4'h6) ? (7'h7d) : 
              (sdh == 4'h7) ? (7'h27) : 
              (sdh == 4'h8) ? (7'h7f) : 
              (sdh == 4'h9) ? (7'h6f) : 
              (sdh == 4'ha) ? (7'h5f) : 
              (sdh == 4'hb) ? (7'h7c) : 
              (sdh == 4'hc) ? (7'h58) : 
              (sdh == 4'hd) ? (7'h5e) : 
              (sdh == 4'he) ? (7'h7b) : 
                              (7'h71) ;
always@(negedge rst, posedge clk)
if(rst == 0)
    begin 
        seg_d <= 8'h00;
        seg_com <= 8'h00;
    end
else
    begin
        seg_d <= {1'b0,segd};
        case(digit_sel)
        3'd0        : seg_com <= 8'h01;                
        3'd1        : seg_com <= 8'h02;                
        3'd2        : seg_com <= 8'h04;                
        3'd3        : seg_com <= 8'h08;                
        3'd4        : seg_com <= 8'h10;                
        3'd5        : seg_com <= 8'h20;                
        3'd6        : seg_com <= 8'h40;                
        default     : seg_com <= 8'h80;                
        endcase 
    end
endmodule
==> ./run.sh <==
#!/bin/bash
# OpenROAD 26Q1-2900-gdf79404cd8, Yosys 0.63+post, stock flow scripts
make -C /OpenROAD-flow-scripts/flow DESIGN_CONFIG=/design/flow/config.mk WORK_HOME=/design/flow/orfs finish
==> ./config.mk <==
export PLATFORM = sky130hd
export DESIGN_NAME = multi_disp
export DESIGN_NICKNAME = multi_disp
export VERILOG_FILES = /design/flow/design.v
export SDC_FILE = /design/flow/constraint.sdc
export NUM_CORES = 4
export LEC_CHECK = 1
export CORE_UTILIZATION = 30
==> ./constraint.sdc <==
current_design multi_disp

set clk_period 4.3
set clk_io_pct 0.2

create_clock -name clk0 -period $clk_period [get_ports {clk}]

set non_clock_inputs [all_inputs -no_clocks]
set_input_delay [expr $clk_period * $clk_io_pct] -clock clk0 $non_clock_inputs
set_output_delay [expr $clk_period * $clk_io_pct] -clock clk0 [all_outputs]
==> results.sh <==
# implementation run metrics
export IMPL_worst_r2r_path_depth=6
export IMPL_cts_tree="yes"
export IMPL_cp_data_required_time_ps=4470
export IMPL_avgSynthCellArea_um2=10.2
export IMPL_rsz0062_at_grt="no"
export IMPL_peakVddDrop_uv=139
export IMPL_coreArea_um2=7890
export IMPL_sequentialPowerShare_pct=46.8
export IMPL_routedWlPerCell_um=12.2
export IMPL_port_buffers=21
export IMPL_grt_first_pass_wirelength_mm=7.91
export IMPL_grt_use_met2_pct=16.8
export IMPL_yosysSeqAreaShare_pct=46.2
export IMPL_grt_pass1_vias=1605
export IMPL_h_tree_depth=2
export IMPL_grt_max_degree=47
export IMPL_slowest_delay_ps=780
export IMPL_p_leak_nw=1.27
export IMPL_ant_nets=0
export IMPL_dieArea_um2=8670
export IMPL_switchingPower_uw=390
export IMPL_use_met3_pct=1.90
export IMPL_overflow=0
export IMPL_firstDrtPassIters=4
export IMPL_period_used_pct=63.3
export IMPL_ys_cells=245
export IMPL_hold_viol=0
export IMPL_routed_wl_mm=4.38
export IMPL_root_buffer="clkbuf_8"
export IMPL_start_kind="input port"
export IMPL_fp_utilization_pct=31.6
export IMPL_power_frac_comb_pct=28.4
export IMPL_top_cell="dfrtp_1"
export IMPL_setup_viol=0
export IMPL_drc=0
export IMPL_clockBufferDepth=2
export IMPL_slew_headroom_pct=45.1
export IMPL_clock_latency_late_pin_ps=290
export IMPL_synth_flops=46
export IMPL_synth_cells=245
export IMPL_area_delta_synth_final_pct=14.4
export IMPL_warnings=33
export IMPL_globalplace_congestion=0.852
export IMPL_crit_chain="clkdlybuf4s50_1, or4_4, or2_0, a221o_1"
export IMPL_cp_arrival_ps=2900
export IMPL_io_pin_count=31
export IMPL_via_count=1737
export IMPL_top_cells_by_count="dfrtp_1 (46), xnor2_1 (17), inv_1 (15)"
export IMPL_critPathMaxFanout=20
export IMPL_antenna_found_initial=0
export IMPL_cts_sinks=46
export IMPL_drt_iter0_markers=62
export IMPL_use_met1_pct=18.5
export IMPL_hp_class="register to register"
export IMPL_maxCapViolations=0
export IMPL_cts_setup_buffers=0
export IMPL_cts_buffers_inserted=5
export IMPL_max_freq_mhz=367
export IMPL_fillers=793
export IMPL_fp_dieH_um=93.1
export IMPL_ys_top_cells_by_area="dfrtp_1 (46%), xnor2_1 (6.0%), xor2_1 (3.5%)"
export IMPL_track_usage_pct=11.4
export IMPL_critPathCaptureType="register"
export IMPL_syn_area_um2=2490
export IMPL_drv_slew=0
export IMPL_top_area_share_pct=46.2
export IMPL_ys_warn_count=1
export IMPL_crit_slowest_cell="clkdlybuf4s50_1"
export IMPL_edf_count=0
export IMPL_worst_pin_slew_ps=821
export IMPL_insertedDiodeCount=0
export IMPL_synth_main_ff_cell="dfrtp_1"
export IMPL_row_count=32
export IMPL_ys_area_um2=2490
export IMPL_worstSetupPathType="input port to register"
export IMPL_worstHoldPathCells=0
export IMPL_post_synth_num_cell_types=55
export IMPL_finClkSkew_ps=4.28
export IMPL_synth_top_cell_by_area="dfrtp_1"
export IMPL_grt_busiest_layer="met1"
export IMPL_cts_resized_gates=0
export IMPL_clk_pin_slew_ps=80
export IMPL_hpwlAfterDp_mm=2.97
export IMPL_async_flop_share_pct=100
export IMPL_avgViaCountPerCell=4.85
export IMPL_final_util_pct=36.1
export IMPL_power_density_nw_per_um2=450
export IMPL_status="finished, final reports clean"
export IMPL_finalSetupTns_ps=0
export IMPL_drive_gt1_share_pct=5.86
export IMPL_die_width_um=93.1
export IMPL_min_period_ps=2720
export IMPL_internal_power_uw=893
export IMPL_pwr_share_clk_pct=24.8
export IMPL_p_sw_share_pct=30.4
export IMPL_holdBufCountCts=0
-- final cells by class --
cell class	instances	area (µm²)	area share, %
Sequential cell	46	1150	40.4
Clock buffer	5	68.8	2.42
Timing Repair Buffer	22	213	7.47
Multi-Input combinational cell	165	1190	41.7
Inverter	15	56.3	1.98
Tap cell	102	128	4.48
Clock inverter	3	43.8	1.54
-- state kept, by name, summed over array words and instances (netlist names) --
| register | cells |
|---|---|
| digit_sel | 3 |
| seg_com | 8 |
| k1 | 1 |
| seg_d | 7 |
| tcnt | 18 |
| kcnt | 4 |
| k0 | 1 |
| sdh | 4 |
-- metal layers --
layer  wire (µm)  part of all wire [%]
met3         140                   3.2
met5           0                     0
met1        2220                    51
met4          42                  0.96
met2        1980                    45
-- through the flow --
step / std cells / cell area (µm²) / setup slack (ps) / hold WS [ps] / total power [mW]
6_report: 358 / 2850 / 1580 / 384 / 1.28
5_1_grt: 358 / 2850 / 1470 / 391 / 1.38
4_1_cts: 358 / 2850 / 1590 / 382 / 1.30
3_3_place_gp: 350 / 2740 / 1290 / 354 / 0.967
3_5_place_dp: 350 / 2740 / 1270 / 362 / 0.975
2_1_floorplan: 245 / 2490 / 2170 / 347 / 0.852
-- power groups by stage --
stage                 clock network, mW  logic [mW]  registers, mW
after CTS                         0.332       0.369          0.600
final                             0.318       0.364          0.600
after global routing              0.351       0.419          0.615
-- layout by cell type, fill, tap and decap left out, types with 3 or more instances in the layout --
master            n
nand3_1          12
nor2b_1           5
o211ai_1          3
a21oi_1          10
and3_1            3
a221oi_1          4
xnor2_1          17
nor3_1            4
clkbuf_8          5
nor2_1           14
dfrtp_1          46
inv_1            15
o21ai_0           8
xor2_1           10
clkdlybuf4s50_1  20
ha_1              4
and3b_1           3
nand4_1           3
a22oi_1           4
mux2i_1           6
mux2_1            4
nand2_1          14
-- critical path: cells and delay by family --
family | cells | cell delay, ps
and+or+nand+nor | 2 | 910
buffers and inverters | 1 | 780
AOI/OAI and AO/OA | 1 | 340
-- final timing paths --
path | end | slack (ps) | start
setup / recovery | digit_sel[0] | 1580 | enc[0]
hold / removal | k1 | 380 | k0
setup reg to reg | sdh[3] | 2280 | digit_sel[0]
hold reg to reg | k1 | 380 | k0
max in group asynchronous | tcnt[16] | 3280 | rst
min in group asynchronous | seg_com[3] | 640 | rst
-- cell families after synthesis --
logic type	Yosys count	share of synthesized area, %
simple gates	74	16.5
flops	46	46.2
compound gates	45	12.4
buf+inv	34	6.03
xor+xnor	27	9.50
mux	12	5.58
fa+ha+maj	6	3.62
other cells	1	0.151
Power is estimated from default activity; no workload was simulated.
